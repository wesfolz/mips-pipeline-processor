$ cat /design/flow/config.mk
export PLATFORM = sky130hd
export DESIGN_NAME = Mux_Imm
export DESIGN_NICKNAME = Mux_Imm
export VERILOG_FILES = /design/flow/design.v
export SDC_FILE = /design/flow/constraint.sdc
export NUM_CORES = 4
export LEC_CHECK = 1
export CORE_AREA = 10 10 70 70
export DIE_AREA = 0 0 80 80
$ cat /design/flow/constraint.sdc
current_design Mux_Imm

set clk_period 1.0
set clk_io_pct 0.2

create_clock -name clk0 -period $clk_period

set non_clock_inputs [all_inputs -no_clocks]
set_input_delay [expr $clk_period * $clk_io_pct] -clock clk0 $non_clock_inputs
set_output_delay [expr $clk_period * $clk_io_pct] -clock clk0 [all_outputs]
$ cat /design/flow/design.v
`timescale 1ns / 1ps
module Mux_Imm(
		input [15:0] A,
		input [2:0] B,
		output reg [15:0] Out,
		input Sel
		);
		always@(A,B,Sel)begin
		if(Sel == 1)begin
			Out <= B;
		end
		else begin
			Out <= A;
		end	
		end
endmodule
$ cat /design/flow/run.sh
#!/bin/bash
# OpenROAD 26Q1-2900-gdf79404cd8, Yosys 0.63+post, stock flow scripts
make -C /OpenROAD-flow-scripts/flow DESIGN_CONFIG=/design/flow/config.mk WORK_HOME=/design/flow/orfs finish
==> flow_summary.yaml <==
# implementation run metrics
timing:
  fmax_mhz: 1049
  grt_setup_unrepaired: "false"
  holdWs_ns: 0.7670
  hold_viol: 0
  relSlewSlack: 0.9206
  setup_viol: 0
  maxSlewViolCount: 0
  finalCriticalPeriod_ns: 0.9535
  tightestPinTransition_ns: 0.1191
  setup_tns_ns: 0
  post-route-period-util: 0.9535
  fin_ws_ns: 0.04652
synth:
  syn_area_um2: 123.9
  synthDistinctLibCells: 4
  syn_area_per_cell_um2: 7.286
  yosys_area_um2: 123.9
  synth_top_area_share: 0.6061
  synthCells: 17
  yosysCellCount: 17
  seq_area_frac_synth: 0
  area_leaders: "nor2b_1, mux2_2, and2b_1"
  yosysWarnings: 1
  yosysTopAreaCell: "nor2b_1"
outcome:
  outcome: "completed"
die:
  chipWidth_um: 80
  floorplan.core_util: 0.03626
  core_um2: 3416
  row_count: 21
  die_h_um: 80
  die_area_um2: 6400
  io_pins: 36
worst_setup_path:
  cp.arrival_ns: 0.75
  critical_path.top_delay_family: "multiplexers"
  max_stage_delay_ns: 0.30
  path_cells: "buf_4, mux2_4, buf_6"
  crit_slowest_cell: "mux2_4"
  critPathLaunchType: "primary input"
  critPathCaptureType: "primary output"
  crit_buf_inv: 2
  cp_max_fo: 6
  critical_path_class: "in2out"
  required_ns: 0.80
placed_design:
  hpwl_um: 982.3
  dpl.cell_count: 100
  pre_cts_ws_ns: -0.7938
  io_buffer_count: 36
  globalplace.congestion: 0.6413
global_routing:
  antenna_found_initial: 0
  grtUsageTotal: 0.03186
  overflow: 0
  grt_max_degree: 11
  grt_pass1_wl_um: 1642
  grt_pass1_vias: 344
cells_and_area:
  layout-drive-gt1-share: 0.4630
  seq_area_um2: 0
  clock_buffer_count: 0
  flops: 0
  lay_top_count: "buf_2"
  n_fill_cell: 410
  combGateArea_um2: 150.1
  area.growth.synth_to_final_pct: 304.0
  fin_cells: 100
  lay_top_cells: "buf_2, dlygate4sd2_1, nor2b_1"
detailed_routing:
  wl_met3_um: 142
  viasPerCell: 2.680
  drtAntennaViolNets: 0
  via_count: 268
  drc: 0
  drt_wl_total_um: 1082
  wl_met1_um: 427
  met2WireLength_um: 512
  wl_per_cell_um: 10.82
  routed.top_layer: "met3"
  antenna-diode-count: 0
  drtIter0Drc: 0
  drt-pass1-iter-count: 1
flow_run:
  cap_violations: 0
  warning_count: 32
power:
  power_w: 0.0001534
  ir_drop_mv: 0.1389
  swShare: 0.2683
  pwr_density_cell_nw_per_um2: 306.5
  pwr-share-seq: 0
  comb_power_share: 1.000
  clockPowerShare: 0
  leakage_nw: 0.2607
  intPower_w: 0.0001122
  p_switching_w: 0.00004116
clock_network:
  ctsHoldBuffers: 0
  post-cts-setup-buffers: 0
worst_hold_path:
  hold_class: "in2out"
## area by class of cell
class	instances	area share
well taps	46	0.1150
multi-input cells	16	0.3000
repair buffers	38	0.5850
## what timing repair did
action                     4_1_cts  5_1_grt
setup endpoints to repair       16        2
pin swaps                        0        0
gates resized                   85        3
## logic make-up after synthesis
family,share of synthesized area
mux,0.2727
buf+inv,0.06063
simple gates,0.6667
## cells in the mapped netlist
| cell | number |
|---|---|
| buf_4 | 1 |
| and2b_1 | 1 |
| nor2b_1 | 12 |
| mux2_2 | 3 |
## power groups by stage
stage / Sequential [W] / Clock, W / Combinational, W
CTS: 0 / 0 / 0.000154
global route: 0 / 0 / 0.000172
finish: 0 / 0 / 0.000153
## worst paths after layout
check / cells past startpoint / endpoint / from / slack [ns]
worst max-delay path: 3 / Out[2] / Sel / 0.05
worst min-delay path: 3 / Out[0] / Sel / 0.77
## metal layers
metal	vias up	track usage
met5	-	0
met4	0	0
met3	0	0.01705
met2	22	0.05939
met1	119	0.03230
li1	127	-
## metrics by stage
step	utilization	instance area (um^2)
floorplan	-	123.9
CTS	0.1440	491.7
global route	0.1465	500.5
finish	0.1465	500.5
global placement	0.1608	549.3
detailed placement	0.1608	549.3
No activity file was given, so power comes from the tool's default toggle rates.
